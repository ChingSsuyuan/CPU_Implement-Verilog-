==> design/flow/design.v <==
`timescale 1ns / 1ns
	module Instruction_Memory(Address, ReadData1);
	parameter BITSIZE = 32;
	parameter REGSIZE = 32;
	input [REGSIZE-1:0] Address;
	output reg [BITSIZE-1:0] ReadData1;
	reg [BITSIZE-1:0] memory_file [0:REGSIZE-1];	 
	always @(Address, memory_file[Address])
	begin
	   ReadData1 = memory_file[Address]; 
	end
	integer i;
	initial
		begin
			i = 0;
			memory_file[i] = 32'b0000000_00010_00001_000_00011_1110011; 
			i = i+1;
			memory_file[i] = 32'b0000000_00010_00001_001_00011_1110011; 
			i = i+1;
			memory_file[i] = 32'b0000000_00010_00001_010_00011_1110011; 
			i = i+1;
			memory_file[i] = 32'b0100000_00010_00001_001_00011_1110011; 
			i = i+1;
			memory_file[i] = 32'b0000000_00010_00001_100_00011_1110011; 
			i = i+1;
			memory_file[i] = 32'b0000000_00010_00001_101_00011_1110011; 
            i = i+1;
			memory_file[i] = 32'b0000000_00010_00001_110_00011_1110011; 
			i = i+1;
			memory_file[i] = 32'b0000000_00010_00001_111_00011_1110011; 
			i = i+1;
			memory_file[i] = 32'b0_010001_00010_00001_000_0000_0_1101011; 
			i = i+1;
			memory_file[i] = 32'b0_010001_00010_00001_001_0000_0_1101011; 
			i = i+1;
			memory_file[i] = 32'b0001000_00010_00001_010_10000_1100011; 
            i = i+1;
			memory_file[i] = 32'b000100010000_00010_010_00001_1000011; 
            i=i+1;
			memory_file[i] = 32'b00010001000000000000_00001_0110000; 
			i = i+1;
			memory_file[i] = 32'b000100010000_00001_000_00010_0011111; 
			i = i+1;
			memory_file[i] = 32'b000100010000_00001_001_00010_0011111; 
            i = i+1;
			memory_file[i] = 32'b000100010000_00001_010_00010_0011111; 
		end
	endmodule
==> design/flow/run.sh <==
#!/bin/bash
# OpenROAD 26Q1-2900-gdf79404cd8, Yosys 0.63+post, stock flow scripts
make -C /OpenROAD-flow-scripts/flow DESIGN_CONFIG=/design/flow/config.mk WORK_HOME=/design/flow/orfs finish
==> design/flow/config.mk <==
export PLATFORM = sky130hd
export DESIGN_NAME = Instruction_Memory
export DESIGN_NICKNAME = Instruction_Memory
export VERILOG_FILES = /design/flow/design.v
export SDC_FILE = /design/flow/constraint.sdc
export NUM_CORES = 4
export LEC_CHECK = 1
export CORE_AREA = 10 10 70 70
export DIE_AREA = 0 0 80 80
==> design/flow/constraint.sdc <==
current_design Instruction_Memory

set clk_period 1.0
set clk_io_pct 0.2

create_clock -name clk0 -period $clk_period

set non_clock_inputs [all_inputs -no_clocks]
set_input_delay [expr $clk_period * $clk_io_pct] -clock clk0 $non_clock_inputs
set_output_delay [expr $clk_period * $clk_io_pct] -clock clk0 [all_outputs]
==> summary.txt <==
status: complete, but fails checks
failing checks: negative setup slack
Synth area leaders: buf_4 31%, nor2_1 6.0%, or3b_1 5.6%
cells after synthesis: 49
Core Region: 3420 µm²
Max Slew Vio Count: 0
CP Launch Type: input port
Synth Area per Inst: 6.36 µm²
DP HPWL: 995 µm
critical path type: input port to output port
Post-CTS Hold Buffers: 0
worst-path maximum fanout: 5
drt total wl: 1.49 mm
final worst setup slack: -0.183 ns
MI comb area: 322 µm²
DIE WIDTH: 80 µm
synthesized area: 312 µm²
worst min path class: input port to output port
slowest stage delay, CP: 0.19 ns
first-pass GRT wire length: 2.30 mm
Critical Path RT: 0.80 ns
cells in synth_stat.txt: 49
Log Warnings: 62
register area: 0 µm²
Max-area cell share: 0.313
# clk buffers: 0
Area Overhead vs Synth: 172%
most numerous cell in the Yosys netlist: buf_4
final hold viol count: 0
ANT nets after route: 0
# rows: 21
most used cell, CP: buf_8
CP endpoint kind: output port
port bufs: 25
Die Height: 80 µm
CP max-delay cell: o21a_1
vias in the first global route: 480
Yosys top cell by area: buf_4
Pre-Repair DR Iteration Count: 3
Post-DP Area: 601 µm²
RSZ-0062 raised after global routing: yes
critical-path cell list: buf_8 > buf_6 > buf_8 > o21a_1 > o22ai_1 > buf_2
Pwr Density: 369 nW/µm²
post-layout period usage of the worst path: 1.18
n_diodes: 0
fillers: 363
GRT Util Overall: 0.0416
# setup viols final: 17
Max Fclk: 0.845 GHz
Die ar.: 6400 µm²
Post-synth seq share: 0
Yosys Chip Area: 312 µm²
number of vias per cell: 3.30
pre-placement core utilization: 0.0912
DR WL/cell: 10.8 µm
GRT Residual Overflow: 0
GP Congestion: 0.698
antenna violations before repair: 0
layout cells sized above 1: 0.728
CP delay by family, top: buffers and inverters
maximum vdd drop: 0.0631 mV
top cells by count, synth: 13 x buf_4, 5 x nor2_1, 4 x nand2_1
io pins: 64
final instance area: 847 µm²
Pleak: 0.419 nW
Synth warnings: 1
Vias: 455
max-cap violations: 0
crit path DAT: 0.98 ns
min cycle time layout: 1.18 ns
seq_cells: 0
CP Buf/Inv Count: 4
Iter 0 DRT Violations: 31
maximum number of pins on one net before global-route repair: 7
hold slack: 0.811 ns
library cells used by synthesis: 22
# DRC: 0
==> path summary, 6_finish.rpt <==
check / end / depth (start not counted) / slack (ns) / start
setup / recovery: ReadData1[12] / 6 / -0.18 / Address[1]
hold / removal: ReadData1[13] / 4 / 0.81 / Address[1]
==> power breakdown <==
| part | leakage (nW) | internal [mW] | switching (mW) | total (mW) |
|---|---|---|---|---|
| Combinational | 0.419 | 0.202 | 0.110 | 0.312 |
| Clock | 0 | 0 | 0 | 0 |
| Sequential | 0 | 0 | 0 | 0 |
==> routing by layer <==
metal,up-vias,global-route usage,wire [µm]
met4,0,0,0
met5,-,0,0
met2,21,0.0738,690
met3,0,0.00909,115
li1,228,-,-
met1,206,0.0527,680
==> kinds of logic after synthesis <==
family / after synthesis / share of synthesized area
fa+ha+maj: 1 / 0.0321
simple gates: 23 / 0.430
compound gates: 6 / 0.116
other cells: 1 / 0.0120
buf+inv: 18 / 0.410
==> metrics by stage <==
step / util / setup TNS, ns / worst slack, ns / instances / power [mW]
global route: 0.248 / -2.03 / -0.224 / 138 / 0.342
global placement: 0.176 / -17.48 / -0.935 / 122 / 0.200
finish: 0.248 / -1.41 / -0.183 / 138 / 0.312
CTS: 0.227 / -2.12 / -0.242 / 137 / 0.277
floorplan: - / 0 / 0.0342 / 59 / 0.0929
detailed placement: 0.176 / -17.35 / -0.925 / 122 / 0.200
==> timing repair <==
action                     CTS  global route
setup endpoints to repair   21            20
pin swaps                   18             9
resized                    122            15
hold endpoints to repair     0             0
buffers inserted            15             3
cloned                       0             0
==> cell usage in the layout (no fill, tap or decap), types with 2 or more instances in the layout <==
cell and instances:
nand2_1 2, conb_1 11, nand2_4 2, buf_4 7, o21ai_1 2, buf_6 18, buf_2 17, or3b_1 2
buf_8 5, nor2_4 3, nand2b_4 2, nor2_2 2, o21a_1 2, buf_12 2
==> cell type report <==
| cell class | count | share of cell area |
|---|---|---|
| Inverter | 1 | 0.00443 |
| Multi-Input combinational cell | 41 | 0.380 |
| Tap cell | 46 | 0.0679 |
| Timing Repair Buffer | 50 | 0.548 |
Power and IR drop assume default switching activity.
