==> flow/design.v <==
`timescale 1ns / 1ps
module Data_Memory(
	input [31:0] ALU_Result,      
	input [31:0] WriteMemData,     
	input MemWrite,               
	input MemRead,                
	output reg [31:0] ReadMemData  
);
	reg [31:0] mem_file [15:0];
	integer i;
	initial begin
		for (i = 0; i < 16; i = i + 1) begin
			mem_file[i] = 32'b0;
		end
	end
	always @(*) begin
		if (MemWrite) begin
			mem_file[ALU_Result[3:0]] = WriteMemData;
		end
	end
	always @(*) begin
		if (MemRead) begin
			ReadMemData = mem_file[ALU_Result[3:0]];
		end else begin
			ReadMemData = 32'b0;
		end
	end
endmodule
==> flow/run.sh <==
#!/bin/bash
# OpenROAD 26Q1-2900-gdf79404cd8, Yosys 0.63+post, stock flow scripts
make -C /OpenROAD-flow-scripts/flow DESIGN_CONFIG=/design/flow/config.mk WORK_HOME=/design/flow/orfs finish
==> flow/config.mk <==
export PLATFORM = sky130hd
export DESIGN_NAME = Data_Memory
export DESIGN_NICKNAME = Data_Memory
export VERILOG_FILES = /design/flow/design.v
export SDC_FILE = /design/flow/constraint.sdc
export NUM_CORES = 4
export LEC_CHECK = 1
export CORE_UTILIZATION = 30
==> flow/constraint.sdc <==
current_design Data_Memory

set clk_period 8.5
set clk_io_pct 0.2

create_clock -name clk0 -period $clk_period

set non_clock_inputs [all_inputs -no_clocks]
set_input_delay [expr $clk_period * $clk_io_pct] -clock clk0 $non_clock_inputs
set_output_delay [expr $clk_period * $clk_io_pct] -clock clk0 [all_outputs]
==> flow_metrics.env <==
# source this file to load flow results
export IMPL_drc=0
export IMPL_syn2layout_area_growth_pct=9.780
export IMPL_top_cell="dlxtn_1"
export IMPL_untimed_endpoints=512
export IMPL_drv_slew=0
export IMPL_fp_dieH_um=205.1
export IMPL_cts_resized=0
export IMPL_drv_cap=0
export IMPL_grt_usage_pct=17.21
export IMPL_wirelength_um=34660
export IMPL_largest_register_ffs=512
export IMPL_drive_gt1_share_pct=6.582
export IMPL_ys_cells=1163
export IMPL_grt_pass1_vias=8441
export IMPL_num_vias=8916
export IMPL_grt_pass1_wl_um=53350
export IMPL_portBuffers=70
export IMPL_min_period_ns=6.613
export IMPL_synthDominantCellAreaShare_pct=62.16
export IMPL_fin_crit_sh_pct=77.81
export IMPL_ys_chip_area_mm2=0.01237
export IMPL_yosys_top_cells_area="dlxtn_1 (62%), mux2i_1 (4.5%), a22oi_1 (4.4%)"
export IMPL_synth_distinct_cells=46
export IMPL_required_ns=6.80
export IMPL_avgSynthCellArea_um2=10.64
export IMPL_yosysTopAreaCell="dlxtn_1"
export IMPL_fp_util_pct=30.37
export IMPL_io_pin_count=98
export IMPL_top_cells_by_count="dlxtn_1 (512), a22oi_1 (73), a22o_1 (60), mux2i_1 (56), o21ai_0 (55)"
export IMPL_setup_tns_final_ns=0
export IMPL_design_core_area_mm2=0.04074
export IMPL_drt_initial_drc_count=680
export IMPL_insertedDiodeCount=0
export IMPL_synthArstFlopShare_pct=0
export IMPL_antenna_left=0
export IMPL_globalplace_congestion=0.8258
export IMPL_start_kind="input port"
export IMPL_path_class="in2out"
export IMPL_die_area_mm2=0.04206
export IMPL_synthCells=1163
export IMPL_numSynthFlops=512
export IMPL_clock_fmax_ghz=0.1512
export IMPL_power_leakage_nw=6.048
export IMPL_yosysWarnings=2
export IMPL_endpoint_kind="output port"
export IMPL_hold_viol=0
export IMPL_unclocked_pins=512
export IMPL_hold_ws_ns=4.401
export IMPL_die_width_um=205.1
export IMPL_dp_hpwl_um=21960
export IMPL_ir_worst_vdd_uv=13.11
export IMPL_grt_ovfl_total=0
export IMPL_outcome="finished, final reports clean"
export IMPL_via_per_inst=5.193
export IMPL_worstMarginPinSlew_ns=0.9376
export IMPL_routedWlPerCell_um=20.19
export IMPL_setup_violations_final=0
export IMPL_first_pass_iters=7
export IMPL_edf_count=0
export IMPL_rsz0062_at_grt="no"
export IMPL_grt_antenna_before_repair=0
export IMPL_fillers=4067
export IMPL_critPathArrivalTime_ns=4.91
export IMPL_crit_fanout=23
export IMPL_rows=74
export IMPL_cts_hold_buf=0
export IMPL_relSlewSlack_pct=37.32
export IMPL_syn_area_mm2=0.01237
export IMPL_worstHoldPathType="in2out"
export IMPL_ff_type="dlxtn_1"
export IMPL_post_cts_setup_buffers=0
export IMPL_grt_max_degree=48
export IMPL_warnings=60
export IMPL_powerDensity_mw_per_mm2=37.79
==> report_power, final <==
group | leakage [nW] | switching (mW) | total (mW) | internal, mW
clock | 0 | 0 | 0 | 0
sequential | 4.17 | 0.0269 | 0.200 | 0.173
combinational | 1.88 | 0.180 | 0.314 | 0.133
total | 6.05 | 0.207 | 0.513 | 0.306
==> final timing paths <==
path / from / end / depth (start not counted)
max: ALU_Result[3] / ReadMemData[30] / 7
min: ALU_Result[2] / ReadMemData[30] / 4
==> final cells by class <==
class                           instances  area [µm²]  area share [%]
Sequential cell                       512        7687           56.60
Tap cell                              532       665.6           4.901
Multi-Input combinational cell        535        4130           30.41
Inverter                               28       105.1          0.7738
Timing Repair Buffer                  110       993.5           7.315
==> layer usage <==
layer | up-vias | part of all wire (%) | global-route usage, %
met2 | 273 | 47 | 27.80
met1 | 4387 | 46 | 26.06
met3 | 27 | 5.8 | 2.338
met4 | 0 | 1.0 | 1.720
met5 | - | 0 | 0
li1 | 4229 | - | -
==> placed cells by master, fill, tap and decap left out, types with 20 or more instances in the layout <==
cell,count
mux2i_1,56
dlxtn_1,512
nand2b_1,42
inv_1,27
nand2_1,21
o21ai_0,55
buf_4,43
a22oi_1,73
a31oi_1,32
a21oi_1,20
a22o_1,60
nand3_1,21
clkdlybuf4s50_1,67
==> logic make-up (layout without fill, tap and decap cells) <==
| group | count (synthesis) | in the layout | synth area share [%] |
|---|---|---|---|
| mux | 74 | 74 | 6.988 |
| simple gates | 130 | 130 | 6.240 |
| compound gates | 331 | 331 | 20.03 |
| latches | 512 | 512 | 62.16 |
| buf+inv | 116 | 138 | 4.601 |
==> critical path, cell delays in order <==
cell	delay, ns
clkdlybuf4s50_1	0.90
buf_4	0.39
and2_1	0.73
nand2_1	0.12
a21o_1	0.19
a41oi_1	0.34
clkdlybuf4s50_1	0.53
==> metrics by stage <==
step	power, mW	instance area (µm²)	cells	worst slack (ns)	utilization [%]
floorplan	0.3756	12370	1163	4.006	-
global placement	0.5062	13580	1717	1.914	33.34
detailed placement	0.5151	13580	1717	1.901	33.34
CTS	0.5165	13580	1717	1.874	33.34
global route	0.5565	13580	1717	1.696	33.34
finish	0.5133	13580	1717	1.887	33.34
Power is estimated from default activity; no workload was simulated.
