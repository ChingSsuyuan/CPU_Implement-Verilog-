==> ./design.v <==
module Register_File(Instruction32, WriteData, WriteEnable, ReadData1, ReadData2, clk, rst);
    parameter BITSIZE = 32;
    parameter REGSIZE = 32;
    input [31:0]Instruction32;
    wire [$clog2(REGSIZE)-1:0] ReadSelect1, ReadSelect2, WriteSelect;
    input [BITSIZE-1:0] WriteData;
    input WriteEnable;
    output reg [BITSIZE-1:0] ReadData1, ReadData2;
    input clk, rst;
    assign  ReadSelect1=Instruction32[19:15];
    assign  ReadSelect2=Instruction32[24:20];
    assign  WriteSelect=Instruction32[11:7];
    reg [BITSIZE-1:0] reg_file [REGSIZE-1:0];    
    initial
    begin
        reg_file[0] = 32'b0;  
        reg_file[1] = 3;
        reg_file[2] = 2;
    end
    integer i;                                   
    always @(ReadSelect1, reg_file[ReadSelect1])
        begin
            ReadData1 = reg_file[ReadSelect1];
        end
    always @(ReadSelect2, reg_file[ReadSelect2])
        begin
            ReadData2 = reg_file[ReadSelect2];
        end
    always @(posedge clk)
        begin
            if (rst)
                for (i=0; i<REGSIZE; i=i+1) reg_file[i] <= 32'b0;  
            else
            begin
                if (WriteEnable && WriteSelect != 0)
                    reg_file[WriteSelect] <= WriteData;  
            end
        end
endmodule
==> ./run.sh <==
#!/bin/bash
# OpenROAD 26Q1-2900-gdf79404cd8, Yosys 0.63+post, stock flow scripts
make -C /OpenROAD-flow-scripts/flow DESIGN_CONFIG=/design/flow/config.mk WORK_HOME=/design/flow/orfs finish
==> ./config.mk <==
export PLATFORM = sky130hd
export DESIGN_NAME = Register_File
export DESIGN_NICKNAME = Register_File
export VERILOG_FILES = /design/flow/design.v
export SDC_FILE = /design/flow/constraint.sdc
export NUM_CORES = 4
export LEC_CHECK = 1
export CORE_UTILIZATION = 40
==> ./constraint.sdc <==
current_design Register_File

set clk_period 15.8
set clk_io_pct 0.2

create_clock -name clk0 -period $clk_period [get_ports {clk}]

set non_clock_inputs [all_inputs -no_clocks]
set_input_delay [expr $clk_period * $clk_io_pct] -clock clk0 $non_clock_inputs
set_output_delay [expr $clk_period * $clk_io_pct] -clock clk0 [all_outputs]
==> results.sh <==
# yosys + openroad results
export IMPL_cts_resized=0
export IMPL_drt_iter0_drc=2358
export IMPL_drive_gt1_frac=0.0811
export IMPL_p_seq_frac=0.494
export IMPL_critPathLaunch="Instruction32[16]"
export IMPL_log_warning_count=44
export IMPL_detailed_place_hpwl_um=104000
export IMPL_worst_ep_arrival_time_ns=7.20
export IMPL_grt_pass1_wl_um=266000
export IMPL_synthCells=4605
export IMPL_critical_path_max_stage_delay_ns=0.65
export IMPL_synth_chip_area_um2=55900
export IMPL_drv_cap=0
export IMPL_min_period_over_period=0.656
export IMPL_hold_path_class="in2reg"
export IMPL_regMostFlops="reg_file"
export IMPL_grt_overflow=0
export IMPL_tightest_slew_ns=0.955
export IMPL_globalplace_congestion=0.880
export IMPL_hold_ws_ns=3.12
export IMPL_fmax_ghz=0.0965
export IMPL_drt_wirelength_per_cell_um=28.9
export IMPL_ys_warnings_count=1
export IMPL_wl_um=189000
export IMPL_ctsRootBufferMaster="clkbuf_16"
export IMPL_period_minus_slack_ns=10.36
export IMPL_logic_family="multiplexers"
export IMPL_endpoint="ReadData1[0]"
export IMPL_status="completed"
export IMPL_crit_top_cell="buf_4"
export IMPL_crit_path_end_kind="output pin"
export IMPL_slew_headroom=0.362
export IMPL_num_vias=37400
export IMPL_largest_reg_flops=1024
export IMPL_ctsHoldBuffers=0
export IMPL_swShare=0.253
export IMPL_lay_top_cells="mux2i_1 (1024), edfxtp_1 (1024), and2_1 (992)"
export IMPL_die_h_um=376
export IMPL_critPathSlowestCell="buf_4"
export IMPL_p_leak_nw=23.9
export IMPL_via_per_inst=5.72
export IMPL_slew_viol_final=0
export IMPL_max_vdd_ir_drop_mv=0.0833
export IMPL_worstPathMaxFanout=63
export IMPL_crit_required_ns=12.64
export IMPL_finalSetupViolCount=0
export IMPL_area_delta_synth_final_pct=11.2
export IMPL_avgSynthCellArea_um2=12.1
export IMPL_drc=0
export IMPL_power_density_nw_per_um2=104
export IMPL_ys_cells=4605
export IMPL_synth_cellmix_compoundShare=0.0702
export IMPL_cts_tree="built"
export IMPL_synth_area_um2=55900
export IMPL_final_area_um2=62200
export IMPL_crit_cells=10
export IMPL_cp_top_family="buffers and inverters"
export IMPL_hold_viol=0
export IMPL_post_cts_setup_buffers=0
export IMPL_grt_pass1_vias=37900
export IMPL_cts_buffers=114
export IMPL_synth_mux_area_fraction=0.183
export IMPL_antenna_found_initial=8
export IMPL_rsz0062_at_grt="no"
export IMPL_cp_start_kind="input port"
export IMPL_cts_max_path_buffers=3
export IMPL_coreArea_um2=138000
export IMPL_logic_area_um2=23300
export IMPL_fp_row_count=136
export IMPL_ff_latch_area_um2=30700
export IMPL_dpl_cell_area_um2=58700
export IMPL_combPwrFrac=0.119
export IMPL_die_area_um2=141000
export IMPL_critical_path_class="in2out"
export IMPL_cts_sinks=1024
export IMPL_xor_area_frac=0
export IMPL_p_switching_w=0.00164
export IMPL_final_setup_tns_ns=0
export IMPL_fp_util=0.405
export IMPL_synthSimpleGateAreaFrac=0.157
export IMPL_synth_cell_types=29
export IMPL_boundaryPins=131
export IMPL_p_int_w=0.00485
export IMPL_io_buffers=113
export IMPL_critPathBufInv=5
export IMPL_numSynthFlops=1024
export IMPL_yosysSeqAreaShare=0.550
export IMPL_synthAdderAreaFrac=0
export IMPL_track_usage=0.284
export IMPL_grt_max_degree=93
export IMPL_drt_pass1_iterations=5
export IMPL_clk_pin_slew_ns=0.06
export IMPL_h_tree_depth=3
export IMPL_fill_cells=12000
export IMPL_p_clk_frac=0.386
export IMPL_largestRegisters="reg_file (1024)"
export IMPL_path_cells="buf_8, buf_4, buf_4, buf_4, mux2i_1, a22o_1, nor3_1, a31oi_1, nand3_1, clkdlybuf4s50_1"
export IMPL_fp_dieW_um=376
export IMPL_ant_nets=0
routing by layer:
metal / vias up / track usage / routed length [µm]
li1: 16800 / - / -
met2: 2230 / 0.412 / 84500
met5: - / 0.0281 / 360
met3: 401 / 0.187 / 28600
met4: 12 / 0.0885 / 6880
met1: 17900 / 0.350 / 68500
power groups by stage:
stage / Combinational [W] / Clock, W / Sequential, W
4_1_cts: 0.000768 / 0.00253 / 0.00321
5_1_grt: 0.000821 / 0.00263 / 0.00323
6_report: 0.000775 / 0.00251 / 0.00321
worst min-delay path by stage:
| stage | startpoint | end | cells after the start |
|---|---|---|---|
| 5_1_grt | rst | reg_file[0][31] | 2 |
| 6_report | rst | reg_file[0][31] | 2 |
| 4_1_cts | rst | reg_file[0][31] | 2 |
cell usage after synthesis:
library cell | n | area [µm²]
buf_1 | 18 | 67.6
a22oi_1 | 192 | 1440
nor2_1 | 23 | 86.3
nand3b_2 | 1 | 11.3
a22o_1 | 128 | 1120
nand3_2 | 1 | 10.0
nand2_1 | 196 | 736
edfxtp_1 | 1024 | 30700
clkbuf_4 | 7 | 52.6
buf_4 | 65 | 488
or2_2 | 33 | 206
or3_1 | 2 | 12.5
buf_2 | 112 | 561
mux2i_1 | 1024 | 10200
nor2_2 | 5 | 31.3
nor3_1 | 64 | 320
nand3_1 | 193 | 966
nor2_4 | 7 | 78.8
a31oi_1 | 64 | 400
nand3b_1 | 3 | 22.5
nand2b_1 | 5 | 31.3
and2_1 | 994 | 6220
or3b_4 | 2 | 22.5
nor2b_1 | 5 | 31.3
conb_1 | 1 | 3.75
clkbuf_2 | 2 | 10.0
clkbuf_1 | 230 | 863
buf_6 | 12 | 135
a21oi_1 | 192 | 961
logic make-up (layout without fill, tap and decap cells):
family          after synthesis  after routing
compound gates              576            576
mux                        1024           1024
other cells                   1             46
buf+inv                     446            461
simple gates               1534           1534
flops                      1024           1024
layout make-up:
class	count	share of cell area
timing repair buffer	257	0.0369
antenna	14	0.000563
clock buffer	151	0.0498
sequential	1024	0.495
multi-input combinational	3166	0.375
clock inverter	53	0.00572
tap	1863	0.0375
stage by stage:
stage | cells | utilization | total power (W) | setup slack (ns)
floorplan | 4636 | - | 0.00370 | 8.36
global route | 6516 | 0.450 | 0.00668 | 5.41
finish | 6528 | 0.451 | 0.00649 | 5.44
detailed placement | 6310 | 0.425 | 0.00403 | 5.56
CTS | 6514 | 0.450 | 0.00651 | 5.56
global placement | 6310 | 0.425 | 0.00402 | 5.56
Power is estimated from default activity; no workload was simulated.
